<file path="flow/config.mk">
export PLATFORM = sky130hd
export DESIGN_NAME = decoder_generic
export DESIGN_NICKNAME = decoder_generic
export VERILOG_FILES = /design/flow/design.v
export SDC_FILE = /design/flow/constraint.sdc
export NUM_CORES = 4
export LEC_CHECK = 1
export CORE_AREA = 10 10 70 70
export DIE_AREA = 0 0 80 80
</file>
<file path="flow/constraint.sdc">
current_design decoder_generic

set clk_period 1.1
set clk_io_pct 0.2

create_clock -name clk0 -period $clk_period

set non_clock_inputs [all_inputs -no_clocks]
set_input_delay [expr $clk_period * $clk_io_pct] -clock clk0 $non_clock_inputs
set_output_delay [expr $clk_period * $clk_io_pct] -clock clk0 [all_outputs]
</file>
<file path="flow/design.v">
`timescale 1ns / 1ps
module decoder_generic
     #(parameter n = 4)
(
     input [n-1:0]w,
     input en,
     output reg [0 : 2**n-1]y
    );
    always @(w,en)
    begin
       y = 'b0;
       if(en)
          y[w]=1'b1;
       else 
          y = 'b0;
     end        
endmodule
</file>
<file path="flow/run.sh">
#!/bin/bash
# OpenROAD 26Q1-2900-gdf79404cd8, Yosys 0.63+post, stock flow scripts
make -C /OpenROAD-flow-scripts/flow DESIGN_CONFIG=/design/flow/config.mk WORK_HOME=/design/flow/orfs finish
</file>
==> notes.md <==
yosys + openroad results -> routability congestion estimate 0.749, VDD IR-drop max 0.0000694 V, number of iterations in the first detailed-routing pass 2, hold crit path type in -> out, Final Hold Fails 0, antenna violations before repair 1, maximum fanout along the worst path 3, synth unique cells 16, setup repair after global routing missed its margin true, final hold slack 910 ps, Logic family by area simple AND/OR/NAND/NOR gates, Worst setup EP type primary output, total setup violations reported at the end of the flow 16, Max-Cap Viols 0, floorplan die height 80 µm, IO Pins 21, largest cells by area after synthesis nor2_1 (32%), ha_1 (12%), o211ai_1 (7.5%), count of unresolved DRC violations after routing 0, pin count of the biggest net entering global routing 7, Multi-input gate area 338 µm², Log Warnings 35, Top cell area share 31.7%, launching element type of the critical path input port, finished layout cell area 754 µm², DR vias 437, dominant cell type by area after synthesis nor2_1, clock power share 0%, post-placement cell count 108, outcome complete, but fails checks, via density per instance 3.39, Storage cell area 0 µm², final worst slack -589 ps, sequential fraction of the synthesis area 0%, Die X 80 µm, area fraction in mux cells 0%, switching power as a share of total power 42.6%, power density over the cells 360 nW/µm², total overflow reported by the global router 0, share of total power in sequential cells 0%, most frequent cells after synthesis nor2_1 (17), ha_1 (2), nand2_1 (2), o211ai_1 (2), critical path data required time 880 ps, adder-cell share of the synthesized area 12.4%, Leak 0.337 nW, instance area after placement 561 µm², clock tree buffer count of the final layout 0, first-pass GRT wire length 2020 µm, part of the total power dissipated in combinational logic 100.0%, ordered list of cells on the worst path buf_6 > and3_4 > ha_4 > a311oi_4 > nand2b_1 > buf_4 > nor2_1 > buf_2, non-filler cells, final 129, post-synthesis simple-gate area fraction 68.9%, post-layout util 22.1%, Die ar. 6400 µm², Slew Limit Headroom 82.3%, startpoint-to-endpoint class of the critical path in -> out, core region area 3420 µm², portion of the clock cycle consumed by the worst path in the final layout 154%, gate count after technology mapping 35, Worst Max-Slew Pin Slew 265 ps, delay of the slowest critical-path stage 300 ps, arrival time of data at the critical path endpoint 1470 ps, Detail Placement HPWL 919 µm, slowest stage cell on the critical path a311oi_4, Syn Area/Cell 5.76 µm², net switching power of the design 116 µW, hold-fix buffers at CTS 0, FP Rows 21, cell count in the Yosys report 35, yosys-reported design area after synthesis 201 µm², Total GRT Usage 3.72%, total internal power 156 µW, clock period minus final worst setup slack 1690 ps, Yosys top cell by instances nor2_1, vias in the first global route 445, wire length per cell after detailed routing 10.2 µm, post-synthesis share of cell area spent on xor and xnor gates 4.35%, signed area change from the synthesized netlist to the final layout 275%, synthesized area 201 µm², Flop Count 0, max-slew violation count 0, drt total wl 1310 µm, iteration-0 DRC count of the detailed router 24, share of synthesized cell area in and-or and or-and compound cells 14.3%, violated checks negative setup slack, tally of filler cells in the layout 362, fraction of layout cells with a size suffix above 1 82.9%, count of buffers inserted at the top-level ports 21, floorplan utilization 5.90%, warnings from Yosys 1, Max Clock Freq 592 MHz, PnR Total Power 271 µW, number of routed nets with antenna violations 0
==> critical path: cells and delay by family <==
family,cells,cell delay (ps)
AOI/OAI and AO/OA,1,300
adders and majority gates,1,170
buffers and inverters,3,370
and+or+nand+nor,3,410
==> layout by cell type (no fill, tap or decap) <==
cell type / synthesis / final
a311oi_4: 0 / 1
and3_4: 0 / 1
and3b_2: 1 / 1
buf_2: 0 / 17
buf_4: 0 / 17
buf_6: 0 / 12
diode_2: 0 / 1
dlygate4sd2_1: 0 / 1
ha_4: 0 / 2
nand2_2: 0 / 1
nand2_4: 0 / 1
nand2b_1: 1 / 1
nand3_2: 0 / 1
nand3b_1: 1 / 1
nand4_1: 1 / 1
nand4b_1: 1 / 1
nand4bb_1: 1 / 1
nor2_1: 17 / 6
nor2_2: 0 / 7
nor2_4: 0 / 4
nor2b_4: 0 / 1
o211ai_1: 2 / 2
o21ai_4: 0 / 1
xor2_2: 0 / 1
==> path summary, 6_finish.rpt <==
path	startpoint	end	slack (ps)	cells past startpoint
max	w[1]	y[8]	-590	8
min	w[2]	y[15]	910	5
==> final cells by class <==
cell class,instances,share of cell area (%)
Timing Repair Buffer,47,47.3
Tap cell,46,7.63
Multi-Input combinational cell,35,44.8
Antenna cell,1,0.332
==> metal layers <==
metal	up-vias	wire length (µm)	track usage (%)
met2	13	612	6.10
li1	224	-	-
met1	200	540	4.68
met4	0	0	0
met3	0	159	1.59
met5	-	0	0
==> metrics by stage <==
step                      worst slack, ps  TNS [ps]
final                                -589     -7860
after global routing                 -631     -8760
after CTS                            -537     -6910
after detailed placement            -1250    -18930
after global placement              -1220    -18620
after floorplan                     -52.3      -461
==> cells by family (layout without fill, tap and decap cells) <==
kind of cell | after synthesis | count (layout)
AOI/OAI and AO/OA | 4 | 4
buffers and inverters | 0 | 47
adders and majority gates | 2 | 2
and+or+nand+nor | 28 | 28
other | 0 | 1
xor gates and xnor gates | 1 | 1
==> power groups by stage <==
stage | logic [mW] | clock network (mW) | registers [mW]
after CTS | 0.229 | 0 | 0
final | 0.271 | 0.000000121 | 0
after global routing | 0.290 | 0 | 0
==> repair_timing <==
action,CTS,global route
buffers inserted,16,4
pin swaps,27,15
cloned,0,0
resized,89,13
setup endpoints to repair,16,16
Power and IR drop assume default switching activity.
