`design.v`:
```
`timescale 1ns / 1ps
module full_adder(
     input x1,y1,c_in,
     output s,c_out
    );
    wire c1, s1 , c2 , s2 ;
    half_adder HA1 (    
    .x(x1),
    .y(y1),
    .c(c1),
    .s(s1)
    );
    half_adder HA2 (
    .x(s1),
    .y(c_in),
    .c(c2),
    .s(s)
    );
    assign c_out = c2 | c1 ;
endmodule
`timescale 1ns / 1ps
module half_adder(
       input x,y,
       output s ,c
    );
    assign s = x ^ y ;
    assign c= x & y ;
endmodule
`timescale 1ns / 1ps
module multi_adders(
      input[15:0] a,b,
      output [15:0] s_ab,
      output c_out_ab,
      input [31:0] x,y,
      output [31:0] s_xy,
      output c_out_xy
    );
    rca_nbit #(.n(16)) adder_16(
        .x(a),
        .y(b),
        .s(s_ab),
        .c_out(c_out_ab),
        .c_in(0)
    );
    rca_nbit #(.n(32)) adder_32(
        .x(x),
        .y(y),
        .s(s_xy),
        .c_out(c_out_xy),
        .c_in(0)
    );
endmodule
`timescale 1ns / 1ps
module rca_nbit
     #(parameter n = 4)
    (
    input [n-1:0] x , y,
    input c_in ,
    output [n-1:0] s,
    output c_out
    );
    wire [n:0] c;
    assign c[0] = c_in;
    assign c_out = c[n];
    generate
        genvar k ;
        for(k=0;k<n;k=k+1)
        begin : stage
           full_adder FA(
           .x1(x[k]),
           .y1(y[k]),
           .s(s[k]),
           .c_in(c[k]),
           .c_out(c[k+1])
           );
        end    
    endgenerate
endmodule
```
`run.sh`:
```
#!/bin/bash
# OpenROAD 26Q1-2900-gdf79404cd8, Yosys 0.63+post, stock flow scripts
make -C /OpenROAD-flow-scripts/flow DESIGN_CONFIG=/design/flow/config.mk WORK_HOME=/design/flow/orfs finish
```
`config.mk`:
```
export PLATFORM = sky130hd
export DESIGN_NAME = multi_adders
export DESIGN_NICKNAME = multi_adders
export VERILOG_FILES = /design/flow/design.v
export SDC_FILE = /design/flow/constraint.sdc
export NUM_CORES = 4
export LEC_CHECK = 1
export CORE_AREA = 10 10 99 99
export DIE_AREA = 0 0 109 109
```
`constraint.sdc`:
```
current_design multi_adders

set clk_period 23.9
set clk_io_pct 0.2

create_clock -name clk0 -period $clk_period

set non_clock_inputs [all_inputs -no_clocks]
set_input_delay [expr $clk_period * $clk_io_pct] -clock clk0 $non_clock_inputs
set_output_delay [expr $clk_period * $clk_io_pct] -clock clk0 [all_outputs]
```
==> changes_impl.md <==
### Physical design

* Outcome: finished, final reports clean
* Worst endpoint required time at 19.12 ns
* Sequential area share after synthesis at 0%
* Yosys Chip Area at 1360 um2
* Crit path max fanout at 1
* Number of sequential cells at 0
* Setup TNS at 0 ns
* Post-CTS resize count at 0
* Initial antenna violation count at 0
* Post-Syn Area at 1360 um2
* Post-DP HPWL at 5090 um
* Worst min path class: in2out
* Chip height at 109 um
* DR DRC count at 0
* Ys cells at 111
* Core area at 7730 um2
* Via-to-Cell Ratio at 3.52
* Final setup violation count at 0
* Clock buffer count at 0
* Adder Area Share at 69.4%
* Overall routing resource usage at 8.52%
* Comb area leader: adder cells
* CTS hold repair buffers at 0
* Max-slew headroom at 91.4%
* Max-cap violations at 0
* Complex Gates by Area at 0%
* N_diodes at 0
* Crit-path slowest cell: clkdlybuf4s50_1
* CP endpoint kind: primary output
* Simple-gate portion of the synthesized area at 0%
* Post-Synth XOR/XNOR Area at 0%
* Synth warn at 2
* Critical path type: in2out
* Placement Setup Slack at 0.938 ns
* Placer Congestion at 0.882
* Power, Total at 0.0671 mW
* Final Cell Area at 2590 um2
* GRT overflow at 0
* Final WL at 5110 um
* Syn-to-layout area delta at 90.2%
* Top sig layer: met3
* Max Transition Viols Final at 0
* DP Cell Count at 311
* Sequential Area at 0 um2
* Final Hold Fails at 0
* Io pins at 146
* Largest stage delay, worst path at 0.46 ns
* Pwr/cell area at 25.9 nW/um2
* Synth cell types at 4
* Die width at 109 um
* Arr. time, crit path at 18.11 ns
* Die ar. at 11900 um2
* Utilization after layout at 33.5%
* Final worst-path setup slack at 1.01 ns
* Average size of a mapped cell at 12.3 um2
* Ratio of cells with drive above 1 in the final layout at 0%
* Wire per inst at 16.4 um
* Mux area share at 0%
* Tool warnings at 32
* First-pass GRT wire length at 7720 um
* Leak at 1.00 nW
* Vias in the first global route at 1399
* Vias at 1096
* RSZ-0062 raised after global routing: false
* Iter 0 DRT Violations at 6
* Pre-antenna DRT Iters at 2
* PortBufs at 146
* Met2 WL at 1930 um
* # rows at 32
* Minimum clock period at 22.89 ns
* Most common cell on crit path: fa_1
* Postcts setup bufs at 0
* Post-route ant nets at 0
* Peak VDD IR at 0.0102 mV
* DR WL met3 at 1580 um
* Critical path launch point type: input port
* Largest net degree at the start of global routing at 2
* Most frequent cells in the layout: clkdlybuf4s50_1 (146), fa_1 (46), inv_1 (15)
* Worst slew pin tran at 0.129 ns
* DP Area at 2590 um2
* Final non-filler cell total at 311
* Max Freq at 43.7 MHz
* Post-Route M1 WL at 1600 um
* Hold WS at 10.59 ns
* Init Core Util at 17.6%
* Mapped Cells at 111
* Hold path cells at 3
* Most numerous logic cell after layout: clkdlybuf4s50_1
* Tcrit/Tclk final at 95.8%
## cell type report
class / count / area (um2)
Timing Repair Buffer: 146 / 1460
Multi-Input combinational cell: 48 / 946
Inverter: 15 / 56.3
Fill cell: 778 / 5140
Tap cell: 102 / 128
## layer usage
metal,vias up,track usage (%)
met4,0,0
li1,468,-
met2,128,12.2
met5,-,0
met1,500,8.88
met3,0,9.50
## power breakdown
group | total, mW | internal (mW) | switching (mW)
Clock | 0 | 0 | 0
Combinational | 0.0671 | 0.0491 | 0.0180
Sequential | 0 | 0 | 0
Total | 0.0671 | 0.0491 | 0.0180
## cells in the mapped netlist
library cell / n / area (um2)
buf_4: 48 / 360
fa_1: 46 / 921
inv_1: 15 / 56.3
ha_1: 2 / 25.0
## path summary, 6_finish.rpt
kind | slack, ns | start | endpoint
worst min-delay path | 10.59 | x[0] | s_xy[0]
worst max-delay path | 1.01 | y[0] | s_xy[31]
## critical path: cells and delay by family
family	cells	cell delay, ns
adder cells (fa/ha/maj)	32	12.35
buffers and inverters	4	0.99
## cell families after synthesis
group / Yosys count
buffers and inverters: 63
adders and majority gates: 48
Power is estimated from default activity; no workload was simulated.
