File: design/flow/run.sh
#!/bin/bash
# OpenROAD 26Q1-2900-gdf79404cd8, Yosys 0.63+post, stock flow scripts
make -C /OpenROAD-flow-scripts/flow DESIGN_CONFIG=/design/flow/config.mk WORK_HOME=/design/flow/orfs finish
File: design/flow/config.mk
export PLATFORM = sky130hd
export DESIGN_NAME = adder_subtractor_4bit
export DESIGN_NICKNAME = adder_subtractor_4bit
export VERILOG_FILES = /design/flow/design.v
export SDC_FILE = /design/flow/constraint.sdc
export NUM_CORES = 4
export LEC_CHECK = 1
export CORE_AREA = 10 10 70 70
export DIE_AREA = 0 0 80 80
File: design/flow/constraint.sdc
current_design adder_subtractor_4bit

set clk_period 3.5
set clk_io_pct 0.2

create_clock -name clk0 -period $clk_period

set non_clock_inputs [all_inputs -no_clocks]
set_input_delay [expr $clk_period * $clk_io_pct] -clock clk0 $non_clock_inputs
set_output_delay [expr $clk_period * $clk_io_pct] -clock clk0 [all_outputs]
File: design/flow/design.v
`timescale 1ns / 1ps
module adder_subtractor_4bit(
      input [3:0] x,y,
      input add_n,
      output [3:0] s,
      output c_out
    );
    wire [3:0] xored_y;
    assign xored_y[0] = y[0] ^ add_n;
    assign xored_y[1] = y[1] ^ add_n;
    assign xored_y[2] = y[2] ^ add_n;
    assign xored_y[3] = y[3] ^ add_n;
     rca_nbit #(.n(4)) A0 (
           .x(x),
           .y(xored_y),
           .c_in(add_n),
           .s(s),
           .c_out(c_out)
           );
endmodule
`timescale 1ns / 1ps
module full_adder(
     input x1,y1,c_in,
     output s,c_out
    );
    wire c1, s1 , c2 , s2 ;
    half_adder HA1 (    
    .x(x1),
    .y(y1),
    .c(c1),
    .s(s1)
    );
    half_adder HA2 (
    .x(s1),
    .y(c_in),
    .c(c2),
    .s(s)
    );
    assign c_out = c2 | c1 ;
endmodule
`timescale 1ns / 1ps
module half_adder(
       input x,y,
       output s ,c
    );
    assign s = x ^ y ;
    assign c= x & y ;
endmodule
`timescale 1ns / 1ps
module rca_nbit
     #(parameter n = 4)
    (
    input [n-1:0] x , y,
    input c_in ,
    output [n-1:0] s,
    output c_out
    );
    wire [n:0] c;
    assign c[0] = c_in;
    assign c_out = c[n];
    generate
        genvar k ;
        for(k=0;k<n;k=k+1)
        begin : stage
           full_adder FA(
           .x1(x[k]),
           .y1(y[k]),
           .s(s[k]),
           .c_in(c[k]),
           .c_out(c[k+1])
           );
        end    
    endgenerate
endmodule
==> impl_metrics.json <==
{
  "ys_warn_count": 0,
  "core_um2": 3420,
  "cts_setup_buffers": 0,
  "drt_iter0_drc": 0,
  "flop_area_um2": 0,
  "finalPower_mw": 0.0532,
  "hpwl_um": 493,
  "vias_per_cell": 1.72,
  "slew_headroom": 0.823,
  "n_antenna_cell": 0,
  "cellInternalPower_mw": 0.0351,
  "die_area_um2": 6400,
  "firstDrtPassIters": 1,
  "final.setup.tns_ns": 0,
  "port_buffers": 14,
  "worst-path-buf-inv": 3,
  "worstSetupEndpointType": "output port",
  "antenna_found_initial": 0,
  "floorplan.core_util": 0.0451,
  "pre_cts_slack_ns": -0.370,
  "critPathLaunch": "x[0]",
  "fillers": 413,
  "drc": 0,
  "grt_pass1_wl_um": 793,
  "status": "completed",
  "leakage_nw": 0.157,
  "use_met1": 0.0287,
  "worstPathCellList": "clkdlybuf4s50_1, mux2i_1, fa_2, fa_1, inv_1, fa_1, dlygate4sd2_1",
  "warnings": 32,
  "powerDensity_nw_per_um2": 152,
  "num_vias": 129,
  "final_antenna_net_count": 0,
  "worstMarginPinSlew_ns": 0.266,
  "grt_busiest_layer": "met1",
  "clkPwrFrac": 0,
  "ir_worst_vdd_uv": 47.7,
  "core.rowCount": 21,
  "wl_um": 524,
  "crit_path_max_incr_delay_ns": 0.48,
  "ys_seq_frac": 0,
  "critPathKind": "input pin to output port",
  "drv_cap": 0,
  "power_frac_seq": 0,
  "gr-usage-met2": 0.0120,
  "cp_common_cell": "fa_1",
  "nFlopsAndLatches": 0,
  "finalMaxSlewViolations": 0,
  "critPathTopFamily": "adder cells",
  "synthCells": 17,
  "hold_viol": 0,
  "cp.arrival_ns": 2.74,
  "fmax_mhz": 291,
  "fin_crit_ns": 3.44,
  "endpoint": "s[3]",
  "hold-worst-slack_ns": 2.11,
  "final_cells": 75,
  "placed_cells": 75,
  "grt_usage": 0.0160,
  "finish.utilization": 0.102,
  "num-clock-buffers": 0,
  "die_h_um": 80,
  "final_area_um2": 349,
  "final.setup.worst_slack_ns": 0.0612,
  "switchingPower_mw": 0.0181,
  "logic_area_um2": 115,
  "rsz0062_at_grt": "no",
  "grt_pass1_vias": 149,
  "finalSetupViolations": 0,
  "grt_overflow_total": 0,
  "grt_max_degree": 5,
  "critPathSlowestCell": "clkdlybuf4s50_1",
  "met3_usage": 0.0125,
  "dpl_cell_area_um2": 337,
  "io_pins": 14,
  "area_growth_pct": 127,
  "synth_area_um2": 154,
  "fin_crit_sh": 0.983,
  "ys_cells": 17,
  "yosysUniqueCellTypes": 6,
  "cp_max_fo": 2,
  "required_ns": 2.80,
  "combPwrFrac": 1.000,
  "path_depth": 7,
  "wl_per_cell_um": 6.99,
  "yosys-stat-area_um2": 154,
  "syn_avg_cell_area_um2": 9.05,
  "die_w_um": 80,
  "place.gp.congestion": 0.673,
  "p_sw_frac": 0.339,
  "drive_gt1_frac": 0.138,
  "worstHoldPathType": "input pin to output port",
  "start_kind": "input pin"
}
## cells in the mapped netlist
master | number | area (um^2)
mux2i_1 | 1 | 10.0
fa_1 | 3 | 60.1
buf_4 | 4 | 30.0
xnor2_1 | 2 | 17.5
inv_1 | 5 | 18.8
xor2_1 | 2 | 17.5
## placed cells by master (no fill, tap or decap)
cell / n
clkdlybuf4s50_1: 10
xnor2_1: 1
buf_4: 2
dlygate4sd2_1: 2
xor2_1: 2
fa_2: 1
fa_1: 2
inv_1: 5
mux2i_1: 1
xnor2_2: 1
dlymetal6s2s_1: 2
## how the worst min path moves through the flow
stage	start	endpoint	cells after the start
after CTS	x[3]	s[3]	3
after global routing	y[0]	s[0]	4
final	y[0]	s[0]	4
## power groups by stage
| stage | registers (mW) | clock network [mW] | logic [mW] |
|---|---|---|---|
| global route | 0 | 0 | 0.0590 |
| finish | 0 | 0 | 0.0532 |
| CTS | 0 | 0 | 0.0535 |
## per-layer routing
metal / part of all wire / wire [um]
met2: 0.19 / 102
met4: 0 / 0
met3: 0.20 / 107
met1: 0.60 / 315
met5: 0 / 0
## cells by family after synthesis
group	count (synthesis)	synth area share
XOR/XNOR	4	0.228
adder cells (fa/ha/maj)	3	0.390
buffers and inverters	9	0.317
multiplexers	1	0.0650
## final cells by class
cell class	instances	area share
inverters	5	0.0538
multi-input cells	8	0.330
well taps	46	0.165
repair buffers	16	0.452
## what timing repair did
action / CTS / global route
setup endpoints to repair: 3 / 1
gates resized: 3 / 3
hold buffers: 0 / 0
Power and IR drop assume default switching activity.
